### ./config.mk
export PLATFORM = sky130hd
export DESIGN_NAME = reg_inuse
export DESIGN_NICKNAME = reg_inuse
export VERILOG_FILES = /design/flow/design.v
export SDC_FILE = /design/flow/constraint.sdc
export NUM_CORES = 4
export LEC_CHECK = 1
export CORE_UTILIZATION = 40
### ./design.v
package debug_cfg_types;
    parameter DTMCS_USER_REG = 3;
    parameter DMI_USER_REG = 4;
    parameter HARTSELLEN = 9;  
    parameter NUM_CPUS = 4;
        typedef struct packed{
        logic [31:29] zero1;
        logic [28:24] progsize;
        logic [23:13] zero2;
        logic busy;
        logic zero3;
        logic[10:8] cmderr;
        logic [7:4] zero4;
        logic [3:0] datacount;
    } abstract_control_and_status_t;
    typedef struct packed{
        logic [13:0] zero1;
        logic dmihardreset;
        logic dmireset;
        logic zero2;
        logic [2:0] idle;
        logic [1:0] dmistat;
        logic [5:0] abits;
        logic [3:0] version;
    } dtmcs_t;
    typedef struct packed{
        logic [6:0] address;
        logic [31:0] data;
        logic [1:0] op;
    } dmi_t;    
      typedef struct packed{
          logic [7:0] cmdtype;
          logic zero1;
          logic [2:0] size;
          logic zero2;
          logic postexec;
          logic transfer;
          logic write;
          logic [15:0] regno;
      } abstract_command_t;    
    typedef enum bit [6:0] {
        ABSTRACT_DATA0 = 7'h04,
        ABSTRACT_DATA1 = 7'h05,
        ABSTRACT_DATA2 = 7'h06,
        DEBUG_MODULE_CONTROL = 7'h10,
        DEBUG_MODULE_STATUS = 7'h11,
        HART_INFO = 7'h12,
        HALT_SUMMARY = 7'h13,
        HART_ARRAY_WINDOW_SELECT = 7'h14,
        HART_ARRAY_WINDOW = 7'h15,
        ABSTRACT_CONTROL_AND_STATUS = 7'h16,
        ABSTRACT_COMMAND = 7'h17,
        ABSTRACT_COMMAND_AUTOEXEC = 7'h18,
        CONFIG_STRING_ADDR0 = 7'h19,
        CONFIG_STRING_ADDR1 = 7'h1a,
        CONFIG_STRING_ADDR2 = 7'h1b,
        CONFIG_STRING_ADDR3 = 7'h1c,
        PROGRAM_BUFFER0 = 7'h20,
        PROGRAM_BUFFER1 = 7'h21,
        PROGRAM_BUFFER2 = 7'h22,
        PROGRAM_BUFFER3 = 7'h23,
        PROGRAM_BUFFER4 = 7'h24,
        PROGRAM_BUFFER5 = 7'h25,
        PROGRAM_BUFFER6 = 7'h26,
        PROGRAM_BUFFER7 = 7'h27,
        PROGRAM_BUFFER8 = 7'h28,
        PROGRAM_BUFFER9 = 7'h29,
        PROGRAM_BUFFER10 = 7'h2a,
        PROGRAM_BUFFER11 = 7'h2b,
        PROGRAM_BUFFER12 = 7'h2c,
        PROGRAM_BUFFER13 = 7'h2d,
        PROGRAM_BUFFER14 = 7'h2e,
        PROGRAM_BUFFER15 = 7'h2f
    } dm_addr_map_t;
    typedef enum bit [15:0] {
        DEBUG_CSR = 16'h7b0,
        DEBUG_PC = 16'h7b1,
        DEBUG_SCRATCH1 = 16'h7b2,
        DEBUG_SCRATCH2 = 16'h7b3
        } riscv_debug_addr_map_t;
    typedef enum bit [1:0] {
        DMI_OP_NOP = 2'b00,
        DMI_OP_READ = 2'b01,
        DMI_OP_WRITE = 2'b10,
        DMI_OP_RESERVED = 2'b11
    } dmi_jtag_op_t;    
    typedef enum bit [1:0] {
        DMI_STATUS_SUCCESS = 2'b00,
        DMI_STATUS_RESERVED = 2'b01,
        DMI_STATUS_FAILED = 2'b10,
        DMI_STATUS_BUSY = 2'b11
    } dmi_response_op_t;        
    typedef struct packed{
        logic[31:23] zero1;
        logic impebreak;
        logic[21:20] zero2;
        logic allhavereset;
        logic anyhavereset;
        logic allresumeack;
        logic anyresumeack;
        logic allnonexistent;
        logic anynonexistent;
        logic allunavail;
        logic anyunavail;
        logic allrunning;
        logic anyrunning;
        logic allhalted;
        logic anyhalted;
        logic authenticated;
        logic authbusy;
        logic zero3; 
        logic cfgstrvalid;
        logic [3:0] version;
    } DM_Status_t;
    typedef struct packed{
        logic haltreq;
        logic resumereq;
        logic hartreset;
        logic ackhavereset;
        logic zero1;
        logic hasel; 
        logic [25:16] hartsello;
        logic [15:6] hartselhi; 
        logic [5:2] zero2;
        logic ndmreset;
        logic dmactive;
    } DM_control_t;
        typedef struct packed{
        logic [31:24] zero1;
        logic [23:20] nscratch;
        logic [19:17] zero2;
        logic dataaccess;
        logic [15:12] datasize;
        logic [11:0] dataaddr;
    } hart_info_t;
    typedef struct packed {    
        logic [6:0] address;
        logic [31:0] jtag_data;
        logic [31:0] dmi_data;
        logic new_request;
        logic rnw;
        logic handled;
        logic [1:0] response;
    }dmi_interface_t;
    typedef struct packed{
        logic [6:0] address;
        logic [31:0] jtag_data;
        logic new_request;
        logic rnw;
    } jtag_commands_t;
endpackage
interface dmi_interface;
    logic [6:0] address;
    logic [31:0] jtag_data;
    logic [31:0] dmi_data;
    logic new_request;
    logic rnw;
    logic handled;
    logic [1:0] response;
    modport jtag (
            input handled, response, dmi_data,
            output address, jtag_data, new_request, rnw);
    modport dmi (
            output handled, response, dmi_data,
            input address, jtag_data, new_request, rnw);
endinterface
interface dmi_cpu_interface;
    logic halt;
    logic resume;
    logic reset;
    logic halt_ack;
    logic resume_ack;
    logic reset_ack;
    logic halt_ack_recv;
    logic resume_ack_recv;
    logic running;
    logic [31:0] read_data;
    logic [31:0] write_data;
    logic [31:0] read_write_addr;
    logic [3:0] program_buffer_addr;
    logic [31:0] program_buffer_data;
    logic rnw;
    logic rnw_ack;
    logic rnw_new_request;
    modport dmi (
            input halt_ack, resume_ack,program_buffer_addr, reset_ack,running,halt_ack_recv,resume_ack_recv,read_data,rnw_ack,
            output halt, resume,program_buffer_data,reset,write_data,rnw_new_request,rnw,read_write_addr);
    modport cpu (
            output halt_ack, resume_ack,program_buffer_addr, reset_ack,running,halt_ack_recv,resume_ack_recv,read_data,rnw_ack,
            input halt, resume, program_buffer_data,reset,write_data,rnw_new_request,rnw,read_write_addr);
endinterface  
package l2_config_and_types;
    localparam L2_NUM_PORTS = 2;
    parameter L2_SUB_ID_W = 2;  
    localparam L2_INPUT_FIFO_DEPTHS = 16;
    localparam L2_INVALIDATION_FIFO_DEPTHS = 16;
    localparam L2_READ_RETURN_FIFO_DEPTHS = 1; 
    localparam L2_MEM_ADDR_FIFO_DEPTH = 16;
    localparam L2_DATA_ATTRIBUTES_FIFO_DEPTH = 32; 
    localparam L2_ID_W = $clog2(L2_NUM_PORTS) + L2_SUB_ID_W;
    typedef struct packed{
        logic [29:0] addr;
        logic rnw;
        logic is_amo;
        logic [4:0] amo_type_or_burst_size;
        logic [L2_SUB_ID_W-1:0] sub_id;
    } l2_request_t;
    typedef struct packed{
        logic [31:0] data;
        logic [3:0] be;
    } l2_data_request_t;
    typedef struct packed{
        logic [29:0] addr;
        logic [3:0] be;
        logic rnw;
        logic is_amo;
        logic [4:0] amo_type_or_burst_size;
        logic [L2_ID_W-1:0] id;
    } l2_mem_request_t;
    typedef struct packed{
        logic [$clog2(L2_NUM_PORTS)-1:0] id;
        logic [4:0] burst_size;
        logic abort_request;
    } l2_data_attributes_t;
    typedef struct packed{
        logic [$clog2(L2_NUM_PORTS)-1:0] id;
        logic [L2_SUB_ID_W-1:0] sub_id;
        logic [31:0] data;
    } l2_mem_return_data_t;
    typedef struct packed{
        logic [L2_SUB_ID_W-1:0] sub_id;
        logic [31:0] data;
    } l2_return_data_t;
endpackage
interface local_memory_interface;
    logic[29:0] addr;
    logic en;
    logic[3:0] be;
    logic[31:0] data_in;
    logic[31:0] data_out;
    modport slave (input addr, en, be, data_in, output data_out);
    modport master (output addr, en, be, data_in, input data_out);
endinterface
import cva5_config::*;
import cva5_types::*;
module reg_inuse (
        input logic clk,
        input logic rst,
        input logic clr,
        input logic [4:0] rs1_addr,
        input logic [4:0] rs2_addr,
        input logic [4:0] issued_rd_addr,
        input logic [4:0] retired_rd_addr,
        input logic issued,
        input logic retired,
        output logic rs1_inuse,
        output logic rs2_inuse
        );
    logic bankA [32];
    logic bankB [32];
    logic [4:0] w_clear;
    logic [4:0] wb_rd_addr_muxed;
    logic wb_collision;
    // synthesis translate_off
    initial bankA = '{default: 0};
    initial bankB = '{default: 0};
    // synthesis translate_on
    assign wb_rd_addr_muxed = clr ? w_clear : retired_rd_addr;
    always_ff @ (posedge clk) begin
        if (rst)
            w_clear <= 0;
        else
            w_clear <= w_clear + 5'(clr);
    end
    assign wb_collision = retired && (issued_rd_addr == retired_rd_addr);
    always_ff @ (posedge clk) begin
        if (issued)
            bankA[issued_rd_addr] <= wb_collision ? ~bankA[wb_rd_addr_muxed] : ~bankB[issued_rd_addr];
    end
    always_ff @ (posedge clk) begin
        if (retired | clr)
            bankB[wb_rd_addr_muxed] <= bankA[wb_rd_addr_muxed];
    end
    assign rs1_inuse = bankA[rs1_addr] ^ bankB[rs1_addr];
    assign rs2_inuse = bankA[rs2_addr] ^ bankB[rs2_addr];
    // synthesis translate_off
    logic sim_inuse [32];
    always_comb begin
        foreach (sim_inuse[i])
            sim_inuse[i] = bankA[i] ^ bankB[i];
    end
    // synthesis translate_on
endmodule
### ./run.sh
#!/bin/bash
# OpenROAD 26Q1-2900-gdf79404cd8, Yosys 0.63+post, stock flow scripts
make -C /OpenROAD-flow-scripts/flow DESIGN_CONFIG=/design/flow/config.mk WORK_HOME=/design/flow/orfs finish
### ./constraint.sdc
current_design reg_inuse

set clk_period 7.1
set clk_io_pct 0.2

create_clock -name clk0 -period $clk_period [get_ports {clk}]

set non_clock_inputs [all_inputs -no_clocks]
set_input_delay [expr $clk_period * $clk_io_pct] -clock clk0 $non_clock_inputs
set_output_delay [expr $clk_period * $clk_io_pct] -clock clk0 [all_outputs]
==> flow_metrics.env <==
# yosys + openroad results
export IMPL_r2r_cells=8
export IMPL_cp_start_kind="input port"
export IMPL_dp_final_hpwl_mm=8.00
export IMPL_port_buffers=26
export IMPL_synth_top_cell_by_count="nor2_1"
export IMPL_power_leakage_uw=0.00160
export IMPL_grt_pass1_vias=2993
export IMPL_core_area_um2=10500
export IMPL_cts_made_buffers=9
export IMPL_final_period_utilization_pct=77.8
export IMPL_grt_usage_pct=21.7
export IMPL_tool_warnings=25
export IMPL_ys_cells=330
export IMPL_die_y_um=107
export IMPL_ys_seq_share_pct=46.1
export IMPL_hold_viol=0
export IMPL_via_count=3050
export IMPL_synth_area_leader_cell="edfxtp_1"
export IMPL_vdd_drop_max_mv=0.116
export IMPL_nFillCells=918
export IMPL_wl_per_cell_um=22.2
export IMPL_cts_sinks=69
export IMPL_clock_latency_ps=350
export IMPL_yosysWarningCount=4
export IMPL_drt_wl_total_mm=11.0
export IMPL_fp_util_pct=42.0
export IMPL_worst_pin_slew_ps=793
export IMPL_min_path_type="flop to flop"
export IMPL_grt_ovfl_total=0
export IMPL_cp_required_ps=5680
export IMPL_relSlewSlack_pct=47.0
export IMPL_antenna_left=0
export IMPL_crit_type="input port to output pin"
export IMPL_crit_path_max_fanout=16
export IMPL_placed_area_um2=4750
export IMPL_drive_above_1_share_pct=19.6
export IMPL_finalSetupTns_ps=0
export IMPL_cts_tree="built"
export IMPL_finalSetupViolCount=0
export IMPL_ff_type="edfxtp_1"
export IMPL_first_pass_iters=5
export IMPL_grt_pass1_wl_mm=16.9
export IMPL_postLayoutCellArea_um2=4990
export IMPL_synth_seq_cells=69
export IMPL_cts_max_path_buffers=2
export IMPL_slew_violations=0
export IMPL_die_w_um=107
export IMPL_viasPerCell=6.19
export IMPL_clkTransAtPathRegs_ps=70
export IMPL_hold_depth=2
export IMPL_dieArea_um2=11400
export IMPL_timing_fmax_mhz=181
export IMPL_grt_max_degree=34
export IMPL_gp_congestion=0.939
export IMPL_syn_to_final_growth_pct=13.7
export IMPL_period_minus_slack_ps=5520
export IMPL_critPathArrivalTime_ps=4100
export IMPL_antenna_cells=0
export IMPL_power_density_nw_per_um2=201
export IMPL_synthCells=330
export IMPL_status="complete, no violations"
export IMPL_netlist_area_leader_share_pct=43.8
export IMPL_rsz0062_at_grt="false"
export IMPL_drt_iter0_drc=324
export IMPL_end_kind="output pin"
export IMPL_yosys_top_cells_count="76 x nor2_1, 64 x edfxtp_1, 37 x mux4_2"
export IMPL_synth_area_um2=4390
export IMPL_post_cts_resize_count=0
export IMPL_yosys_cell_types_count=44
export IMPL_finClkSkew_ps=15.3
export IMPL_postLayoutSetupSlackWorst_ps=1580
export IMPL_postCtsSetupBuffers=0
export IMPL_drcViolationCount=0
export IMPL_topCellsByArea="edfxtp_1 44%, mux4_2 19%, mux4_1 6.6%"
export IMPL_num_rows=37
export IMPL_pre_cts_slack_ps=1580
export IMPL_root_buffer="clkbuf_8"
export IMPL_antenna_found_initial=0
export IMPL_syn_area_per_cell_um2=13.3
export IMPL_drv_cap=0
export IMPL_ioPinCount=27
export IMPL_edf_count=64
export IMPL_async_reset_ff_share_pct=0
export IMPL_yosys_area_um2=4390
export IMPL_holdBufCountCts=0
export IMPL_htreeDepth=3
==> critical path: stages <==
cell and delay (ps):
clkdlybuf4s50_1 970, mux4_2 430, mux4_2 480, mux2i_1 170
xor2_1 150, clkdlybuf4s50_1 470
==> power breakdown <==
part / switching [uW] / internal [uW]
logic: 81.1 / 74.2
registers: 5.80 / 464
clock network: 147 / 231
total: 234 / 769
==> routing by layer <==
metal | global-route usage (%) | up-vias | wire length [um]
li1 | - | 1360 | -
met1 | 35.5 | 1485 | 4640
met2 | 28.7 | 181 | 4630
met3 | 9.30 | 24 | 1390
met4 | 4.99 | 0 | 295
met5 | 1.43 | - | 0
==> layout by cell type (no fill, tap or decap), drive strengths merged, types with 2 or more instances in the layout <==
| cell type | instances |
|---|---|
| bufinv | 3 |
| nand3b | 9 |
| xnor2 | 3 |
| ha | 2 |
| inv | 2 |
| a21oi | 18 |
| buf | 5 |
| or3b | 5 |
| o22ai | 4 |
| nand3 | 6 |
| mux2 | 7 |
| nand2 | 9 |
| clkbuf | 9 |
| nor4b | 2 |
| nor2 | 76 |
| nor4 | 6 |
| clkdlybuf4s50 | 26 |
| a32oi | 2 |
| mux4 | 48 |
| xor2 | 7 |
| dfxtp | 5 |
| or3 | 4 |
| edfxtp | 64 |
| nand2b | 3 |
| nor2b | 5 |
| mux2i | 8 |
| o21ai | 2 |
| clkinv | 3 |
==> kinds of logic after synthesis <==
kind of cell | Yosys count | synth area share, %
xor gates and xnor gates | 10 | 2.00
AOI/OAI and AO/OA | 34 | 4.79
adders and majority gates | 2 | 0.570
muxes | 63 | 29.3
and+or+nand+nor | 130 | 14.6
DFF | 69 | 46.1
buffers and inverters | 22 | 2.76
==> worst paths after layout <==
check,endpoint,slack (ps),startpoint
hold reg to reg,w_clear[4],630,w_clear[4]
hold / removal,w_clear[4],630,w_clear[4]
setup / recovery,rs1_inuse,1580,rs1_addr[1]
setup reg to reg,bankA[9],4230,w_clear[4]
==> layout make-up <==
cell class                      count  area (um^2)  area share, %
Clock inverter                      7          114           2.28
Inverter                            2         7.51          0.150
Clock buffer                        9          124           2.48
Sequential cell                    69         2020           40.5
Timing Repair Buffer               31          298           5.97
Multi-Input combinational cell    239         2260           45.2
Tap cell                          136          170           3.41
==> flip-flops by register name, indices dropped and copies added, names as in the netlist <==
signal and flops:
bankA 32, w_clear 5, bankB 32
==> stage by stage <==
stage               hold WS (ps)  std cells  power (uW)  utilization, %
floorplan                    560        330         577               -
global placement             620        477         632            45.4
detailed placement           619        477         634            45.4
CTS                          630        493        1010            47.7
global route                 686        493        1040            47.7
finish                       632        493        1000            47.7
Power figures rest on the tool's default switching activity, not on a simulated workload.
